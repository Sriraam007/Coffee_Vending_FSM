--- constraint.sdc ---
current_design COFFEE_VENDING

set clk_period 1.4
set clk_io_pct 0.2

create_clock -name clk0 -period $clk_period [get_ports {clk}]

set non_clock_inputs [all_inputs -no_clocks]
set_input_delay [expr $clk_period * $clk_io_pct] -clock clk0 $non_clock_inputs
set_output_delay [expr $clk_period * $clk_io_pct] -clock clk0 [all_outputs]
--- config.mk ---
export PLATFORM = sky130hd
export DESIGN_NAME = COFFEE_VENDING
export DESIGN_NICKNAME = COFFEE_VENDING
export VERILOG_FILES = /design/flow/design.v
export SDC_FILE = /design/flow/constraint.sdc
export NUM_CORES = 4
export LEC_CHECK = 1
export CORE_AREA = 10 10 70 70
export DIE_AREA = 0 0 80 80
--- run.sh ---
#!/bin/bash
# OpenROAD 26Q1-2900-gdf79404cd8, Yosys 0.63+post, stock flow scripts
make -C /OpenROAD-flow-scripts/flow DESIGN_CONFIG=/design/flow/config.mk WORK_HOME=/design/flow/orfs finish
--- design.v ---
module COFFEE_VENDING(clk,rst,coffee,amt);
    input clk,rst;
    input [4:0]amt;
    output reg [1:0]coffee;
    parameter IDLE = 5'b00000,
              RS5  = 5'b00001,
              RS10 = 5'b00010,
              RS15 = 5'b00011,
              RS20 = 5'b00100;
    reg [4:0]state;
    always @(posedge clk or negedge rst)
    begin
        if(!rst)
        state<=IDLE;
        else
        begin
            case(state)
                IDLE:
                begin
                    coffee<=2'b00;
                    if(amt==5'b00101)
                    state<=RS5;
                    else if(amt==5'b01010)
                    state<=RS10;
                    else if(amt==5'b01111)
                    state<=RS15;
                    else if(amt==5'b10100)
                    state<=RS20;
                    else
                    state<=IDLE;
                end
                RS5:
                begin
                    coffee<=2'b00;
                    if(amt==5'b00101)
                    state<=RS10;
                    else if(amt==5'b01010)
                    state<=RS15;
                    else if(amt==5'b01111)
                    state<=RS20;
                    else
                    state<=RS5;
                end
                RS10:
                begin
                    coffee<=2'b00;
                    if(amt==5'b00101)
                    state<=RS15;
                    else if(amt==5'b01010)
                    state<=RS20;
                    else
                    state<=RS10;
                end
                RS15:
                begin
                    coffee<=2'b00;
                    if(amt==5'b00101)
                    state<=RS20;
                    else
                    state<=RS15;
                end
                RS20:
                begin
                    coffee<=2'b01;
                    state<=IDLE;
                end
                default:
                state<=IDLE;
                endcase
        end
    end
endmodule
==> flow_metrics.env <==
# flow metrics
export IMPL_status="complete, no violations"
export IMPL_synthSimpleGateAreaFrac_pct=33.5
export IMPL_drt_total_wl_um=931
export IMPL_fillers=385
export IMPL_chipWidth_um=80
export IMPL_worstPathArrival_ns=1.49
export IMPL_dr_pass1_iters=4
export IMPL_antenna_found_initial=0
export IMPL_period_used_pct=98.2
export IMPL_drtAntennaViolNets=0
export IMPL_cts_tree="yes"
export IMPL_synth_seq_cells=6
export IMPL_final_min_clock_period_ns=1.37
export IMPL_r2r_start="state[1]$_DFF_PN0_"
export IMPL_slew_viol_final=0
export IMPL_ys_seq_share_pct=39.6
export IMPL_reg2reg_to="coffee[0]$_DFFE_PP_"
export IMPL_cpLargestDelayFamily="buffers and inverters"
export IMPL_cpMaxStageDelayCell="clkdlybuf4s50_1"
export IMPL_numPortBuffers=7
export IMPL_leakage_uw=0.000259
export IMPL_crit_type="input pin to flop"
export IMPL_core_area_um2=3420
export IMPL_setup_viol=0
export IMPL_place_congestion=0.770
export IMPL_grt_ovfl_total=0
export IMPL_crit_cells=5
export IMPL_irDropWorstVdd_mv=0.143
export IMPL_path_clk_slew_ns=0.05
export IMPL_place_ws_ns=-0.330
export IMPL_crit_fanout=6
export IMPL_fp_util_pct=11.6
export IMPL_grt_pass1_wl_um=1470
export IMPL_dpl_cell_area_um2=561
export IMPL_grt_pass1_vias=383
export IMPL_rsz0062_at_grt="false"
export IMPL_ys_sh_aoi_pct=18.0
export IMPL_drtIter0Drc=12
export IMPL_boundaryPins=9
export IMPL_grt_max_degree=8
export IMPL_fin_skew_ns=0.00924
export IMPL_syn_avg_cell_area_um2=10.7
export IMPL_h_tree_depth=1
export IMPL_synthAdderAreaFrac_pct=0
export IMPL_final_cell_area_um2=592
export IMPL_layout_area_seq_um2=156
export IMPL_rrSetupSlack_ns=0.06
export IMPL_vias=368
export IMPL_worst_slack_ns=0.0259
export IMPL_hold_viol=0
export IMPL_drc=0
export IMPL_cts_root_buf="clkbuf_4"
export IMPL_cap_violations=0
export IMPL_drive_gt1_share_pct=31.5
export IMPL_synth_cells=37
export IMPL_yosysChipArea_um2=395
export IMPL_fp_row_count=21
export IMPL_logic_area_um2=230
export IMPL_final_core_util_pct=17.3
export IMPL_yosys_mux_area_fraction_pct=2.85
export IMPL_insertion_delay_ns=0.24
export IMPL_fin_tns_setup_ns=0
export IMPL_antenna_cells=0
export IMPL_max_freq_ghz=0.728
export IMPL_crit_chain="clkdlybuf4s50_1 > buf_4 > xor2_1 > o31a_1 > mux2_2"
export IMPL_end_kind="flop"
export IMPL_grt_use_total_pct=2.75
export IMPL_wire_per_inst_um=9.31
export IMPL_power_density_cell_area_nw_per_um2=734
export IMPL_start_kind="input pin"
export IMPL_syn_area_um2=395
export IMPL_hpwl_um=744
export IMPL_ys_cells=37
export IMPL_die_h_um=80
export IMPL_xor_share_pct=2.22
export IMPL_max_stage_delay_ns=0.42
export IMPL_hp_class="input pin to asynchronous set/reset pin"
export IMPL_log_warning_count=25
export IMPL_synth_cell_types=30
export IMPL_die_area_um2=6400
export IMPL_synthToLayoutAreaGrowth_pct=49.7
export IMPL_whs_ns=0.343
export IMPL_cp_required_ns=1.52
export IMPL_ys_warn_count=1
export IMPL_topCombFamilyByArea="simple AND/OR/NAND/NOR gates"
export IMPL_r2r_cells=2
export IMPL_drt_vias_per_instance=3.68
export IMPL_cp_num_buf_inv=2
export IMPL_clock_tree_buffer_depth=2
export IMPL_cts_buffers=3
export IMPL_cts_sinks=6
[synth_stat cells]
cell       number  area [um^2]
nand2_1         2         7.51
a311o_1         1         10.0
o211ai_1        1         7.51
nor3b_4         1         18.8
dfrtp_1         4          100
a21boi_1        1         7.51
o31a_1          1         8.76
o2111ai_1       1         8.76
mux2_2          1         11.3
o21a_1          1         7.51
and3_2          2         15.0
edfxtp_1        1         30.0
and2b_4         1         10.0
xor2_1          1         8.76
nand3b_1        2         15.0
and2_1          1         6.26
dfstp_2         1         26.3
a41o_1          1         10.0
conb_1          1         3.75
nand3_1         1         5.00
a2111o_1        1         11.3
and4_1          1         8.76
inv_1           1         3.75
and4b_1         1         10.0
nand4b_1        1         8.76
nor2_1          2         7.51
nand4_1         1         6.26
or4_1           1         7.51
nor4_1          1         6.26
buf_4           1         7.51
[cell type report]
class | instances | share of cell area (%)
clock buffers | 4 | 4.44
repair buffers | 14 | 19.9
multi-input cells | 29 | 38.9
flip-flops and latches | 6 | 26.4
well taps | 46 | 9.73
inverters | 1 | 0.634
[worst max-delay path by stage]
stage                    end   start  slack [ns]
4_1_cts   state[3]$_DFF_PN0_  amt[2]        0.02
5_1_grt   state[3]$_DFF_PN0_  amt[2]       0.003
6_report  state[3]$_DFF_PN0_  amt[2]        0.03
[flip-flops by register name, summed over array words and instances, names as in the netlist]
register	flops
coffee	1
state	5
[routing by layer]
metal  global-route usage, %  share of wire [%]  vias up  wire, um
met1                    2.63                 38      176       354
met2                    5.06                 54       10       504
li1                        -                  -      180         -
met5                       0                  0        -         0
met4                    1.23                3.7        0        34
met3                    1.02                4.1        2        38
[repair_timing]
item	CTS	global route
gates resized	5	0
endpoints found under the setup margin	2	0
setup buffers	1	0
hold buffers	0	0
[per-stage QoR]
stage          instances  total power, uW
3_5_place_dp          95              269
2_1_floorplan         37              221
6_report             100              434
3_3_place_gp          95              268
5_1_grt              100              472
4_1_cts              100              444
[placed cells by master, fill, tap and decap left out, types with 2 or more instances in the layout]
cell type,n
dfrtp_1,4
buf_4,7
nor2_1,2
clkbuf_4,3
dlygate4sd2_1,4
nand3b_1,2
and3_2,2
nand2_1,2
clkdlybuf4s50_1,3
[power by group]
group	internal [uW]	switching, uW	total [uW]
sequential	185	5.34	191
clock	108	60.9	169
combinational	42.8	32.2	75.0
total	336	98.4	434
[kinds of logic after synthesis]
logic type / Yosys count
flops: 6
mux: 1
other cells: 1
buf+inv: 2
simple gates: 18
xor+xnor: 1
compound gates: 8
Power figures rest on the tool's default switching activity, not on a simulated workload.
