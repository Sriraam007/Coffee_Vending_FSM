===== flow/config.mk =====
export PLATFORM = sky130hd
export DESIGN_NAME = COFFEE_VENDING_WITH_COUNT
export DESIGN_NICKNAME = COFFEE_VENDING_WITH_COUNT
export VERILOG_FILES = /design/flow/design.v
export SDC_FILE = /design/flow/constraint.sdc
export NUM_CORES = 4
export LEC_CHECK = 1
export CORE_AREA = 10 10 79 79
export DIE_AREA = 0 0 89 89

===== flow/constraint.sdc =====
current_design COFFEE_VENDING_WITH_COUNT

set clk_period 2.2
set clk_io_pct 0.2

create_clock -name clk0 -period $clk_period [get_ports {clk}]

set non_clock_inputs [all_inputs -no_clocks]
set_input_delay [expr $clk_period * $clk_io_pct] -clock clk0 $non_clock_inputs
set_output_delay [expr $clk_period * $clk_io_pct] -clock clk0 [all_outputs]

===== flow/design.v =====
module COFFEE_VENDING_WITH_COUNT(clk,rst,coffee,amt,count);
    input clk,rst;
    input [4:0]amt;
    output reg [1:0]coffee;
    output reg [2:0]count=3'b000;
    parameter IDLE = 5'b00000,
              RS5  = 5'b00001,
              RS10 = 5'b00010,
              RS15 = 5'b00011,
              RS20 = 5'b00100;
    reg [4:0]state;
    always @(posedge clk or negedge rst)
    begin
        if(!rst)
        state<=IDLE;
        else
        begin
            case(state)
                IDLE:
                begin
                    coffee<=2'b00;
                    if(amt==5'b00101)
                    state<=RS5;
                    else if(amt==5'b01010)
                    state<=RS10;
                    else if(amt==5'b01111)
                    state<=RS15;
                    else if(amt==5'b10100)
                    state<=RS20;
                    else
                    state<=IDLE;
                end
                RS5:
                begin
                    coffee<=2'b00;
                    if(amt==5'b00101)
                    state<=RS10;
                    else if(amt==5'b01010)
                    state<=RS15;
                    else if(amt==5'b01111)
                    state<=RS20;
                    else
                    state<=RS5;
                end
                RS10:
                begin
                    coffee<=2'b00;
                    if(amt==5'b00101)
                    state<=RS15;
                    else if(amt==5'b01010)
                    state<=RS20;
                    else
                    state<=RS10;
                end
                RS15:
                begin
                    coffee<=2'b00;
                    if(amt==5'b00101)
                    state<=RS20;
                    else
                    state<=RS15;
                end
                RS20:
                begin
                    coffee<=2'b01;
                    state<=IDLE;
                    count=count+1;
                end
                default:
                state<=IDLE;
                endcase
        end
    end
endmodule

===== flow/run.sh =====
#!/bin/bash
# OpenROAD 26Q1-2900-gdf79404cd8, Yosys 0.63+post, stock flow scripts
make -C /OpenROAD-flow-scripts/flow DESIGN_CONFIG=/design/flow/config.mk WORK_HOME=/design/flow/orfs finish

==> Table 3: Implementation characteristics <==
Characteristics after synthesis and place and route

Parameter                              Value

Yosys
  Yosys Chip Area .................. 509 µm²
  Seq cells post-synth .................. 9
  Post-synth tally of flip-flops with integrated enable .................. 4
  Number of instances in the synthesized netlist .................. 46
  Leading post-synthesis cells by cell area .................. sky130_fd_sc_hd__edfxtp_1 (24%), sky130_fd_sc_hd__dfrtp_1 (20%), sky130_fd_sc_hd__dfstp_2 (5.2%), sky130_fd_sc_hd__nand3_1 (4.9%), sky130_fd_sc_hd__nand4_1 (4.9%)
  Main synth FF type .................. sky130_fd_sc_hd__edfxtp_1
  Mean Syn Cell Area .................. 11.1 µm²
  Count of unique library cells instantiated by Yosys .................. 29
  Share of the synthesized area in the top cell type .................. 23.6%
  Top cell type by instance count after synthesis .................. sky130_fd_sc_hd__nand3_1
  Most frequent cells after synthesis .................. sky130_fd_sc_hd__nand3_1 (5), sky130_fd_sc_hd__dfrtp_1 (4), sky130_fd_sc_hd__edfxtp_1 (4), sky130_fd_sc_hd__nand4_1 (4), sky130_fd_sc_hd__nand2_1 (3)
  Post-synthesis sequential area ratio .................. 48.4%
  Netlist Area Pre-Place .................. 509 µm²
  Yosys cell count .................. 46
  Number of warnings printed during yosys synthesis .................. 1
  Post-synthesis async set-or-reset flop share .................. 55.6%
  Largest area contributor in the synthesized netlist .................. sky130_fd_sc_hd__edfxtp_1

Global routing
  Global-route wire length before repair .................. 1920 µm
  Largest net degree at the start of global routing .................. 8
  Vias in the first global route .................. 422
  Gr usage total .................. 3.01%
  GRT overflow .................. 0
  Initial antenna violation count .................. 0

Timing
  Final slew viol count .................. 0
  Post-layout period usage of the worst path .................. 74.9%
  Final number of setup-violating endpoints .................. 0
  Post-route clock skew .................. 0.00271 ns
  Highest Clock Rate .................. 607 MHz
  RSZ-0062 raised after global routing .................. no
  Final Hold Violation Tally .................. 0
  Time the worst path needs with I/O delays and setup .................. 1.65 ns
  Total Neg Setup Slack .................. 0 ns

Routing
  Per-cell routed wire length .................. 9.73 µm
  Via count .................. 414
  DRC errors left .................. 0
  Sum of routed wire length over all layers .................. 1090 µm
  Detailed-routing iteration count for the pre-antenna-repair pass .................. 4
  Via density per instance .................. 3.70
  Detailed router's first-iteration violation count .................. 33
  Number of nets with antenna violations after detailed routing .................. 0
  Antenna Cells .................. 0

Clocking
  Clock tree from TritonCTS .................. done
  Post-CTS Setup Inserts .................. 0
  H-tree depth .................. 1
  Clock root buffer master .................. sky130_fd_sc_hd__clkbuf_8
  Clock transition at the registers of the reported paths .................. 0.04 ns
  Largest buffer count on any clock path .................. 2
  Number of instances resized during post-cts repair .................. 0
  CTS Hold Buffers Added .................. 0
  Num CTS Buffers .................. 3
  Clock latency at the later pin of the worst-skew pair .................. 0.23 ns
  Number of clock sinks .................. 9

Finish
  Area occupied by multi-input gates .................. 236 µm²
  Area grow syn2layout .................. 38.1%
  Proportion of layout cells with a drive suffix above 1 .................. 15.5%
  Number of inserted filler cells in the final layout .................. 498
  Sequential cell area .................. 246 µm²
  Number of non-filler instances in the completed layout .................. 112

Critical path
  Sort of element at the start of the critical path .................. primary input
  Total buffers and inverters traversed by the critical path .................. 1
  Endpoint required time on the critical path .................. 2.30 ns
  Launching point of the worst reg2reg path .................. state[1]
  Crit. End Element .................. flip-flop
  Cell family with the largest share of critical-path delay .................. buffers and inverters
  Worst-case register-to-register setup slack .................. 0.85 ns
  Type of the worst setup path .................. in2reg
  Slowest stage cell, crit path .................. sky130_fd_sc_hd__clkdlybuf4s50_1
  Slowest stage delay, CP .................. 0.61 ns
  Arrival @ worst endpoint .................. 1.75 ns
  FF-to-FF End .................. coffee[0]
  Path depth of the worst reg2reg path .................. 2
  CP max FO .................. 7
  Sequence of cells on the critical path .................. clkdlybuf4s50_1, and4bb_4, a22oi_2, a221o_1

Status
  Outcome .................. complete, no violations

Floorplan
  Die Y .................. 89 µm
  Site row count .................. 25
  Die X-Extent .................. 89 µm
  DIE AREA .................. 0.00792 mm²
  Total core area .................. 0.00466 mm²
  FP Util .................. 10.9%
  Ports .................. 12

Power
  Cell area power density .................. 553 mW/mm²
  Highest ir drop seen on vdd .................. 240 µV
  Leakage .................. 0.288 nW

Place
  Last weighted congestion value of the routability-driven placer .................. 0.795
  HPWL reported at the end of detailed placement .................. 889 µm
  Cell count after placement .................. 108
  Number of buffers added on ports .................. 10

Job
  Number of warnings in the stage logs .................. 25
  Max capacitance violation total .................. 0

Hold path
  Class of the most critical hold timing path .................. in2async
cell usage in the layout, fill, tap and decap left out, types with 2 or more instances in the layout:
| cell type | synthesis | routed |
|---|---|---|
| sky130_fd_sc_hd__clkbuf_8 | 0 | 3 |
| sky130_fd_sc_hd__clkdlybuf4s50_1 | 0 | 10 |
| sky130_fd_sc_hd__dfrtp_1 | 4 | 4 |
| sky130_fd_sc_hd__edfxtp_1 | 4 | 4 |
| sky130_fd_sc_hd__inv_1 | 2 | 2 |
| sky130_fd_sc_hd__nand2_1 | 3 | 3 |
| sky130_fd_sc_hd__nand3_1 | 5 | 5 |
| sky130_fd_sc_hd__nand4_1 | 4 | 4 |
| sky130_fd_sc_hd__nor2_1 | 2 | 2 |
layer usage:
| metal | global-route usage [%] | up-vias | wire length, µm |
|---|---|---|---|
| li1 | - | 199 | - |
| met1 | 4.31 | 187 | 536 |
| met2 | 3.32 | 28 | 364 |
| met3 | 2.48 | 0 | 189 |
| met4 | 0.434 | 0 | 0 |
| met5 | 0 | - | 0 |
worst max-delay path by stage:
stage,from,to,slack [ns],cells past startpoint
after global routing,amt[2],state[0],0.49,4
final,amt[2],state[2],0.55,4
after CTS,amt[2],state[2],0.58,4
through the flow:
step / hold slack, ns / instance area, µm² / setup WS (ns) / power (W) / util [%]
floorplan: 0.144 / 509 / 0.913 / 0.000192 / -
global placement: 0.480 / 658 / 0.393 / 0.000207 / 14.1
detailed placement: 0.493 / 658 / 0.347 / 0.000209 / 14.1
CTS: 0.457 / 703 / 0.582 / 0.000393 / 15.1
global route: 0.483 / 703 / 0.490 / 0.000409 / 15.1
finish: 0.452 / 703 / 0.551 / 0.000389 / 15.1
report_power, final:
group / total (W) / switching (W) / internal [W]
clock: 0.000182 / 0.0000569 / 0.000126
sequential: 0.000175 / 0 / 0.000175
combinational: 0.0000313 / 0.0000155 / 0.0000159
total: 0.000389 / 0.0000724 / 0.000317
flip-flops by register name (all words and copies together), names as in the netlist:
| signal | cells |
|---|---|
| coffee | 1 |
| count | 3 |
| state | 5 |
logic make-up after synthesis:
kind of cell / after synthesis / synth area share (%)
AND/OR/NAND/NOR: 23 / 29.2
flip-flops: 9 / 48.4
AND-OR/OR-AND: 6 / 10.6
buffers and inverters: 4 / 5.16
XOR/XNOR: 2 / 3.44
adder cells (fa/ha/maj): 1 / 2.46
other: 1 / 0.736
area by class of cell:
cell class	count	area share, %
clock buffer	4	6.41
inverter	2	1.07
timing repair buffer	10	14.2
tap	54	9.61
multi-input combinational	33	33.6
sequential	9	35.1
Power is estimated from default activity; no workload was simulated.
