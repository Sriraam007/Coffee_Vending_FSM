[design/flow/design.v]
module COFFEE_BALANCE(clk,rst,coffee,amt,count,balance);
    input clk,rst;
    input [5:0]amt;
    output reg [1:0]coffee;
    output reg [2:0]count=3'b000;
    output reg [5:0]balance=3'b000000;
    parameter IDLE = 6'b000000,
              RS5  = 6'b000001,
              RS10 = 6'b000010,
              RS15 = 6'b000011,
              RS20 = 6'b000100;
    reg [5:0]state;
    always @(posedge clk or negedge rst)
    begin
        if(!rst)
        state<=IDLE;
        else
        begin
            case(state)
                IDLE:
                begin
                    coffee<=2'b00;
                    if(amt==6'b000101)
                    state<=RS5;
                    else if(amt==6'b001010)
                    state<=RS10;
                    else if(amt==6'b001111)
                    state<=RS15;
                    else if(amt==6'b010100)
                    state<=RS20;
                    else
                    state<=IDLE;
                end
                RS5:
                begin
                    coffee<=2'b00;
                    if(amt==6'b000101)
                    state<=RS10;
                    else if(amt==6'b001010)
                    state<=RS15;
                    else if(amt==6'b001111)
                    state<=RS20;
                    else
                    state<=RS5;
                end
                RS10:
                begin
                    coffee<=2'b00;
                    if(amt==6'b000101)
                    state<=RS15;
                    else if(amt==6'b001010)
                    state<=RS20;
                    else
                    state<=RS10;
                end
                RS15:
                begin
                    coffee<=2'b00;
                    if(amt==6'b000101)
                    state<=RS20;
                    else
                    state<=RS15;
                end
                RS20:
                begin
                    coffee<=2'b01;
                    state<=IDLE;
                    count<=count+1;
                end
                default:
                begin
                    balance <= ((amt)+(6'b101100));
                    state<=RS20;
                end
                endcase
        end
    end
endmodule
[design/flow/constraint.sdc]
current_design COFFEE_BALANCE

set clk_period 1.5
set clk_io_pct 0.2

create_clock -name clk0 -period $clk_period [get_ports {clk}]

set non_clock_inputs [all_inputs -no_clocks]
set_input_delay [expr $clk_period * $clk_io_pct] -clock clk0 $non_clock_inputs
set_output_delay [expr $clk_period * $clk_io_pct] -clock clk0 [all_outputs]
[design/flow/config.mk]
export PLATFORM = sky130hd
export DESIGN_NAME = COFFEE_BALANCE
export DESIGN_NICKNAME = COFFEE_BALANCE
export VERILOG_FILES = /design/flow/design.v
export SDC_FILE = /design/flow/constraint.sdc
export NUM_CORES = 4
export LEC_CHECK = 1
export CORE_AREA = 10 10 91 91
export DIE_AREA = 0 0 101 101
[design/flow/run.sh]
#!/bin/bash
# OpenROAD 26Q1-2900-gdf79404cd8, Yosys 0.63+post, stock flow scripts
make -C /OpenROAD-flow-scripts/flow DESIGN_CONFIG=/design/flow/config.mk WORK_HOME=/design/flow/orfs finish
==> flow_summary.html <==
<p>Metrics extracted from the flow reports.</p>
<table>
<tr><th>Metric</th><th>Value</th></tr>
<tr><th colspan="2">Logic synthesis</th></tr>
<tr><td>Count of library flops with an enable pin</td><td>10</td></tr>
<tr><td>Number of different library cells in the post-synthesis netlist</td><td>27</td></tr>
<tr><td>Dominant register cell</td><td>sky130_fd_sc_hd__edfxtp_1</td></tr>
<tr><td>Cells taking the most area after synthesis</td><td>sky130_fd_sc_hd__edfxtp_1 (38%), sky130_fd_sc_hd__dfrtp_1 (13%), sky130_fd_sc_hd__ha_1 (8.0%)</td></tr>
<tr><td>Fraction of synthesis flops using an asynchronous set or reset pin</td><td>33.3%</td></tr>
<tr><td>Register area share after synthesis</td><td>54.6%</td></tr>
<tr><td>Gate Count Post-Synth</td><td>61</td></tr>
<tr><td>Flop and latch count out of synthesis</td><td>15</td></tr>
<tr><td>Combined area of all synthesized cells</td><td>781 µm²</td></tr>
<tr><td>Ys cells</td><td>61</td></tr>
<tr><td>Yosys synthesis chip area</td><td>781 µm²</td></tr>
<tr><td>Average size of a mapped cell</td><td>12.8 µm²</td></tr>
<tr><td>Synthesis warning total</td><td>1</td></tr>
<tr><td>Cell type contributing the most total cell area after synthesis</td><td>sky130_fd_sc_hd__edfxtp_1</td></tr>
<tr><td>Top area contributor share</td><td>38.5%</td></tr>
<tr><th colspan="2">Power</th></tr>
<tr><td>Worst-case vdd ir drop</td><td>0.000375 V</td></tr>
<tr><td>Power Total</td><td>0.00111 W</td></tr>
<tr><td>Pleak</td><td>0.488 nW</td></tr>
<tr><td>Total power divided by cell area</td><td>917 nW/µm²</td></tr>
<tr><th colspan="2">Setup path</th></tr>
<tr><td>Critical Path Source Type</td><td>flop</td></tr>
<tr><td>Critical-path maximum fanout</td><td>6</td></tr>
<tr><td>R2R setup slack</td><td>0.02 ns</td></tr>
<tr><td>Worst endpoint required time</td><td>1.45 ns</td></tr>
<tr><td>Worst setup path startpoint</td><td>state[0]</td></tr>
<tr><td>Origin of the critical flop-to-flop path</td><td>state[0]</td></tr>
<tr><td>Worst Setup Path Type</td><td>flop to flop</td></tr>
<tr><td>Critical R2R Capture</td><td>balance[2]</td></tr>
<tr><td>Worst-case reg-to-reg path depth</td><td>3</td></tr>
<tr><td>Crit path capture type</td><td>flop</td></tr>
<tr><td>Arr. time, crit path</td><td>1.44 ns</td></tr>
<tr><th colspan="2">Outcome</th></tr>
<tr><td>Result of the run</td><td>finished clean</td></tr>
<tr><th colspan="2">Flow run</th></tr>
<tr><td>Number of warnings in the stage logs</td><td>29</td></tr>
<tr><td>Number of max-cap violations</td><td>0</td></tr>
<tr><th colspan="2">Hold path</th></tr>
<tr><td>Hold Path Class</td><td>primary input to asynchronous set/reset pin</td></tr>
<tr><th colspan="2">Layout</th></tr>
<tr><td>Non-Filler Cell Area, Final</td><td>1210 µm²</td></tr>
<tr><td>Core Util, Final</td><td>19.1%</td></tr>
<tr><td>Most used logic cell in the final layout</td><td>sky130_fd_sc_hd__buf_4</td></tr>
<tr><td>Top Layout Cells</td><td>sky130_fd_sc_hd__buf_4 (15), sky130_fd_sc_hd__clkdlybuf4s50_1 (13), sky130_fd_sc_hd__edfxtp_1 (10), sky130_fd_sc_hd__inv_1 (5), sky130_fd_sc_hd__nand3_1 (5)</td></tr>
<tr><td>Share of cells above drive strength 1</td><td>31.6%</td></tr>
<tr><td>Area delta synth-&gt;final</td><td>55.3%</td></tr>
<tr><td>Area taken by multi-input logic gates</td><td>344 µm²</td></tr>
<tr><td>Area taken by flip-flops and latches</td><td>427 µm²</td></tr>
<tr><td>Fillcell total</td><td>678</td></tr>
<tr><th colspan="2">Drt</th></tr>
<tr><td>Wire length per cell after detailed routing</td><td>9.37 µm</td></tr>
<tr><td>Diode insertion count for antenna repair</td><td>0</td></tr>
<tr><td>Drt initial violations</td><td>13</td></tr>
<tr><td>Vias per cell</td><td>3.35</td></tr>
<tr><td>Final Routed Wirelength</td><td>1.61 mm</td></tr>
<tr><td>DRC violations left</td><td>0</td></tr>
<tr><td>ANT nets after route</td><td>0</td></tr>
<tr><td>Via Count</td><td>576</td></tr>
<tr><td>DRT Pass-1 Iters</td><td>4</td></tr>
<tr><th colspan="2">Timing</th></tr>
<tr><td>Total negative setup slack</td><td>0 ns</td></tr>
<tr><td>RSZ-0062 raised after global routing</td><td>true</td></tr>
<tr><td>Fmax achieved</td><td>674 MHz</td></tr>
<tr><td>Time the worst path needs with I/O delays and setup</td><td>1.48 ns</td></tr>
<tr><td>Layout Skew</td><td>0.00202 ns</td></tr>
<tr><td>Portion of the clock cycle consumed by the worst path in the final layout</td><td>98.9%</td></tr>
<tr><td>Final Setup Violations</td><td>0</td></tr>
<tr><td>Setup slack of the critical path after layout</td><td>0.0170 ns</td></tr>
<tr><td>Final count of hold timing violations</td><td>0</td></tr>
<tr><td>Max-slew violations</td><td>0</td></tr>
<tr><th colspan="2">Floorplanning</th></tr>
<tr><td>Die height</td><td>101 µm</td></tr>
<tr><td>Starting Density</td><td>12.3%</td></tr>
<tr><td>Die span in x</td><td>101 µm</td></tr>
<tr><td>Core Footprint</td><td>6350 µm²</td></tr>
<tr><td>Std-Cell Rows</td><td>29</td></tr>
<tr><td>Die Footprint</td><td>10200 µm²</td></tr>
<tr><td>IO Count</td><td>19</td></tr>
<tr><th colspan="2">Clocking</th></tr>
<tr><td>Clock Root Buffer</td><td>sky130_fd_sc_hd__clkbuf_8</td></tr>
<tr><td>Clk ins delay skew pair</td><td>0.24 ns</td></tr>
<tr><td>Clock Path Buffers</td><td>2</td></tr>
<tr><td>H-Tree Depth</td><td>1</td></tr>
<tr><td>Postcts setup bufs</td><td>0</td></tr>
<tr><td>Number of CTS-inserted buffers</td><td>3</td></tr>
<tr><td>Clk sinks</td><td>15</td></tr>
<tr><td>TritonCTS clock tree</td><td>yes</td></tr>
<tr><td>Clock transition at path regs</td><td>0.06 ns</td></tr>
<tr><td>Cts hold-fix bufs</td><td>0</td></tr>
<tr><th colspan="2">Global routing</th></tr>
<tr><td>Number of global-route vias before repair</td><td>566</td></tr>
<tr><td>Maximum number of pins on one net before global-route repair</td><td>9</td></tr>
<tr><td>GR Util met1</td><td>4.02%</td></tr>
<tr><td>Met3 usage</td><td>0.901%</td></tr>
<tr><td>Grt peak-use layer</td><td>met2</td></tr>
<tr><td>Total grt overflow</td><td>0</td></tr>
<tr><td>Met2 track utilization from global routing</td><td>4.67%</td></tr>
<tr><td>Global-route wire length before repair</td><td>2.55 mm</td></tr>
<tr><td>Overall global routing resource usage</td><td>2.98%</td></tr>
<tr><td>Initial antenna violation count</td><td>0</td></tr>
<tr><th colspan="2">Placement</th></tr>
<tr><td>Final HPWL DP</td><td>1.35 mm</td></tr>
<tr><td>Placed Area</td><td>1150 µm²</td></tr>
<tr><td>Number of buffers added on ports</td><td>17</td></tr>
<tr><td>Post-place setup slack</td><td>-0.371 ns</td></tr>
<tr><td>Weighted congestion at the end of routability-driven global placement</td><td>0.862</td></tr>
</table>
## worst max path at each step
| stage | to | slack (ns) | cells past startpoint |
|---|---|---|---|
| 4_1_cts | state[2] | 0.005 | 4 |
| 5_1_grt | balance[4] | -0.002 | 3 |
| 6_report | balance[2] | 0.02 | 3 |
## cell usage after synthesis (2+ instances only)
library cell / instances
sky130_fd_sc_hd__inv_1: 5
sky130_fd_sc_hd__and2_1: 4
sky130_fd_sc_hd__xor2_1: 3
sky130_fd_sc_hd__edfxtp_1: 10
sky130_fd_sc_hd__a31o_2: 2
sky130_fd_sc_hd__o2111ai_1: 2
sky130_fd_sc_hd__ha_1: 5
sky130_fd_sc_hd__nand2_1: 2
sky130_fd_sc_hd__dfrtp_1: 4
sky130_fd_sc_hd__nor2b_1: 2
sky130_fd_sc_hd__o21ai_0: 2
sky130_fd_sc_hd__nand3_1: 5
## report_power, final
group	switching, W	total [W]	internal, W	leakage [nW]
sequential	0.0000240	0.000532	0.000508	0.156
combinational	0.0000998	0.000264	0.000164	0.309
clock	0.000127	0.000315	0.000188	0.0228
## layer usage
metal | routed length [µm] | vias to the layer above
met2 | 690 | 25
li1 | - | 286
met1 | 759 | 262
met5 | 0 | -
met3 | 133 | 3
met4 | 28 | 0
## timing repair
item	CTS	global route
endpoints found under the hold margin	0	0
setup endpoints to repair	11	9
resized	7	3
pin swaps	2	1
## per-stage QoR
stage	hold WS (ns)	instances
final	0.402	172
after CTS	0.397	172
after detailed placement	0.545	168
after global placement	0.546	168
after floorplan	0.00441	61
after global routing	0.404	172
## state kept, by name, summed over array words and instances, names as in the netlist
signal / cells
coffee: 1
state: 5
count: 3
balance: 6
## critical path: stages (launching register included)
cell and delay (ns):
sky130_fd_sc_hd__dfstp_2 0.37, sky130_fd_sc_hd__or4_4 0.53, sky130_fd_sc_hd__nor2_4 0.10, sky130_fd_sc_hd__and2_4 0.19
## final cells by class
type | instances | area share (%)
sequential | 15 | 35.2
multi-input combinational | 39 | 28.4
timing repair buffer | 32 | 23.2
tap | 77 | 7.95
clock buffer | 4 | 3.72
inverter | 5 | 1.55
## cells by family (layout without fill, tap and decap cells)
logic type,Yosys count,after routing,share of synthesized area (%)
other cells,1,1,0.480
simple gates,21,21,19.7
flops,15,15,54.6
fa+ha+maj,5,5,8.01
xor+xnor,4,4,4.49
buf+inv,7,41,4.01
compound gates,8,8,8.65
Power figures rest on the tool's default switching activity, not on a simulated workload.
